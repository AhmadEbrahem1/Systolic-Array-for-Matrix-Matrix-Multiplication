--- /design/flow/config.mk ---
export PLATFORM = sky130hd
export DESIGN_NAME = top
export DESIGN_NICKNAME = top
export VERILOG_FILES = /design/flow/design.v
export SDC_FILE = /design/flow/constraint.sdc
export NUM_CORES = 4
export LEC_CHECK = 1
export CORE_AREA = 10 10 70 70
export DIE_AREA = 0 0 80 80
--- /design/flow/constraint.sdc ---
current_design top

set clk_period 1.9
set clk_io_pct 0.2

create_clock -name clk0 -period $clk_period [get_ports {clk}]

set non_clock_inputs [all_inputs -no_clocks]
set_input_delay [expr $clk_period * $clk_io_pct] -clock clk0 $non_clock_inputs
set_output_delay [expr $clk_period * $clk_io_pct] -clock clk0 [all_outputs]
--- /design/flow/design.v ---
module top(
input [7:0] in_up1,in_up2,in_up3,in_up4, 
input [7:0] in_left1,in_left2,in_left3,in_left4, 
input clk,rst,
output reg done);
wire [7:0] out_right1,out_right2,out_right3,out_right4,out_right5,out_right6,out_right7,out_right8;
wire [7:0] out_right9,out_right10,out_right11,out_right12,out_right13,out_right14,out_right15,out_right16; 
wire [7:0] out_down1,out_down2,out_down3,out_down4,out_down5,out_down6,out_down7,out_down8;
wire [7:0] out_down9,out_down10,out_down11,out_down12,out_down13,out_down14,out_down15,out_down16;
wire [15:0] result1,result2,result3,result4,result5,result6,result7,result8;
wire [15:0] result9,result10,result11,result12,result13,result14,result15,result16; 
reg [3:0] count;
weight_block x11 (in_up1,in_left1,clk,rst,out_right1,out_down1,result1);
weight_block x12 (in_up2,out_right1,clk,rst,out_right2,out_down2,result2);
weight_block x13 (in_up3,out_right2,clk,rst,out_right3,out_down3,result3);
weight_block x14 (in_up4,out_right3,clk,rst,out_right4,out_down4,result4);
weight_block x21 (out_down1,in_left2,clk,rst,out_right5,out_down5,result5);
weight_block x22 (out_down2,out_right5,clk,rst,out_right6,out_down6,result6);
weight_block x23 (out_down3,out_right6,clk,rst,out_right7,out_down7,result7);
weight_block x24 (out_down4,out_right7,clk,rst,out_right8,out_down8,result8);
weight_block x31 (out_down5,in_left3,clk,rst,out_right9,out_down9,result9);
weight_block x32 (out_down6,out_right9,clk,rst,out_right10,out_down10,result10);
weight_block x33 (out_down7,out_right10,clk,rst,out_right11,out_down11,result11);
weight_block x34 (out_down8,out_right11,clk,rst,out_right12,out_down12,result12);
weight_block x41 (out_down9,in_left4,clk,rst,out_right13,out_down13,result13);
weight_block x42 (out_down10,out_right13,clk,rst,out_right14,out_down14,result14);
weight_block x43 (out_down11,out_right14,clk,rst,out_right15,out_down15,result15);
weight_block x44 (out_down12,out_right15,clk,rst,out_right16,out_down16,result16);
always@(posedge clk or negedge rst)
begin
	if(!rst)
	begin
	done<=0;
	count<=0;
	end
	else
	if(count==9)
	begin
	done<=1;
	count<=0;
	end
	else
	begin
	count<=count+1;
	done<=0;
	end
end
endmodule
module weight_block #(parameter data_width =8,num_of_PE=4,result_width = 16)(
input [data_width-1:0] in_up,
input [data_width-1:0] in_left,
input clk,rst,
output reg [data_width*num_of_PE-1:0] out_right,out_down,
output reg [result_width*num_of_PE-1:0] result);
wire [result_width-1:0] mult;
always@(posedge clk or negedge rst)
begin
	if(!rst)
	begin
	out_right<={data_width{1'b0}};
	out_down<={data_width{1'b0}};
	end
	else
	begin
	result<=result+mult;
	out_right<=in_left;
	out_down<=in_up;
	end
end
assign mult=in_up*in_left;
endmodule
--- /design/flow/run.sh ---
#!/bin/bash
# OpenROAD 26Q1-2900-gdf79404cd8, Yosys 0.63+post, stock flow scripts
make -C /OpenROAD-flow-scripts/flow DESIGN_CONFIG=/design/flow/config.mk WORK_HOME=/design/flow/orfs finish
==> results.py <==
# Auto-generated metrics
metrics = {
    "outcome": {
        "status": "complete, no violations",
    },
    "worst_setup_path": {
        "worst_path_largest_cell_delay_ns": 0.46,
        "cp_max_fo": 1,
        "r2r_start": "count[1]",
        "required_ns": 1.52,
        "path_buffers": 1,
        "crit_chain": "clkdlybuf4s50_1",
        "crit_family": "buffers and inverters",
        "cp_slowest_cell": "clkdlybuf4s50_1",
        "cp-start-kind": "flop",
        "critPathKind": "flop to primary output",
        "crit_path_end_kind": "primary output",
        "crit_arrival_ns": 1.01,
        "crit_start": "done",
    },
    "synth": {
        "yosysSeqAreaShare": 0.649,
        "synth_chip_area_um2": 193,
        "synth.avg_cell_area_um2": 12.0,
        "netlist_instances": 16,
        "async_reset_ff_frac": 1.00,
        "synth_area_um2": 193,
        "yosys.area.top_type": "dfrtp_1",
        "synth_top_cell_by_count": "dfrtp_1",
        "synth.top_cells.by_count": "dfrtp_1 (5), inv_1 (2), o21ai_0 (2)",
        "ys_warn_count": 50,
        "yosys_most_used_dff": "dfrtp_1",
        "ys_types": 10,
        "topCellsByArea": "dfrtp_1 (65%), mux2i_1 (5.2%), o21ai_0 (5.2%), a22o_1 (4.5%), xnor2_1 (4.5%)",
        "ys_seq_elements": 5,
        "ys_cells": 16,
        "synth-edff-count": 0,
        "netlist.area_leader.share": 0.649,
    },
    "cts": {
        "numCtsBuffers": 3,
        "clkTransAtPathRegs_ns": 0.04,
        "clock_path_buffers": 2,
        "cts_tree": "yes",
        "root_buffer": "clkbuf_4",
        "post_cts_resized": 0,
        "clock-sinks": 5,
        "ctsHoldBuffers": 0,
        "postCtsSetupBuffers": 0,
        "htree_levels": 1,
        "insertion_delay_ns": 0.24,
    },
    "floorplanning": {
        "die.size.y_um": 80,
        "fp_util": 0.0564,
        "boundaryPins": 67,
        "core_um2": 3420,
        "die_w_um": 80,
        "rows": 21,
        "die-area_um2": 6400,
    },
    "pwr": {
        "pwr-share-seq": 0.459,
        "pwr-share-comb": 0.016,
        "p_int_mw": 0.188,
        "power_switching_mw": 0.0450,
        "ir_drop_mv": 0.148,
        "p_clk_frac": 0.525,
        "power.density_nw_per_um2": 786,
        "swShare": 0.193,
        "leakagePower_nw": 0.121,
    },
    "detailed_routing": {
        "vias": 129,
        "antenna_cells": 0,
        "drc_errors": 0,
        "drtPass1Iterations": 3,
        "drt_iter0_drc": 16,
        "drt-total-wl_um": 364,
        "vias_per_cell": 1.90,
        "antenna_left": 0,
        "wl_per_cell_um": 5.35,
    },
    "sta": {
        "hold_viol_final": 0,
        "setup_tns_ns": 0,
        "rsz0062_at_grt": "false",
        "fin_worst_skew_ns": 0.00283,
        "setup_viol": 0,
        "finalCritPeriodShare": 0.732,
        "finalCriticalPeriod_ns": 1.39,
        "slew_headroom": 0.852,
        "final_max_slew_viol_count": 0,
        "worstMarginPinSlew_ns": 0.222,
        "worst_slack_ns": 0.509,
        "fmax_mhz": 719,
    },
    "layout": {
        "num-fill-cells": 401,
        "layout-drive-gt1-share": 0.182,
        "areaGrowthSynthToFinish_pct": 53.9,
    },
    "placement": {
        "portBuffers": 2,
        "preCtsSetupSlack_ns": 0.761,
        "finalWeightedCongestion": 0.649,
        "dp_hpwl_um": 266,
    },
    "global_route": {
        "grt_pass1_wl_um": 634,
        "antenna_found_initial": 0,
        "grtUsageTotal": 0.0146,
        "grt-ovfl-total": 0,
        "first_global_vias": 141,
        "grt_max_degree": 6,
    },
    "run": {
        "max-cap-violations": 0,
        "warnings": 89,
    },
    "hold_path": {
        "hold_path.class": "input pin to asynchronous set/reset pin",
    },
}
state kept, by name (all words and copies together) (netlist names):
| register | count |
|---|---|
| count | 4 |
| done | 1 |
worst paths after layout:
| path | cells past startpoint | slack, ns | to |
|---|---|---|---|
| setup / recovery | 1 | 0.51 | done |
| hold / removal | 1 | 0.35 | done |
| setup reg to reg | 3 | 0.98 | count[3] |
| hold reg to reg | 1 | 0.51 | done |
| max in group asynchronous | 1 | 1.36 | count[2] |
| min in group clk0 | 1 | 0.51 | done |
power by group through the flow:
stage	registers [mW]	logic (mW)	clock network, mW
CTS	0.107	0.00387	0.126
global route	0.107	0.00412	0.134
finish	0.107	0.00371	0.123
cell type report:
class	instances	area, um2	area share
Clock buffer	4	26.3	0.0886
Inverter	2	7.51	0.0253
Timing Repair Buffer	2	20.0	0.0675
Sequential cell	5	125	0.422
Multi-Input combinational cell	9	60.1	0.203
Tap cell	46	57.6	0.194
cell usage in the layout (no fill, tap or decap):
cell,count
mux2i_1,1
nand2b_1,1
o21ai_0,2
nand2_2,1
clkbuf_1,1
a22o_1,1
nor3_1,1
nand3_1,1
inv_1,2
dfrtp_1,5
clkbuf_4,3
clkdlybuf4s50_1,2
xnor2_1,1
routing by layer:
metal / vias to the layer above / global-route usage / part of all wire
li1: 66 / - / -
met1: 56 / 0.0134 / 0.43
met2: 7 / 0.0144 / 0.30
met3: 0 / 0.0273 / 0.27
met4: 0 / 0.00176 / 0
met5: - / 0 / 0
kinds of logic (layout without fill, tap and decap cells):
kind of cell / count (synthesis) / in the layout / share of synthesized area
compound gates: 3 / 3 / 0.0974
simple gates: 4 / 4 / 0.117
buf+inv: 2 / 8 / 0.0390
flops: 5 / 5 / 0.649
xor+xnor: 1 / 1 / 0.0455
mux: 1 / 1 / 0.0520
metrics by stage:
step	cell area, um2	instances	total power, mW	utilization	hold slack [ns]
floorplan	193	16	0.108	-	0.0844
global placement	270	64	0.112	0.0791	0.486
detailed placement	270	64	0.112	0.0791	0.505
CTS	297	68	0.237	0.0868	0.356
global route	297	68	0.245	0.0868	0.360
finish	297	68	0.233	0.0868	0.354
Power figures rest on the tool's default switching activity, not on a simulated workload.
